$ cat run.sh
#!/bin/bash
# OpenROAD 26Q1-2900-gdf79404cd8, Yosys 0.63+post, stock flow scripts
make -C /OpenROAD-flow-scripts/flow DESIGN_CONFIG=/design/flow/config.mk WORK_HOME=/design/flow/orfs finish
$ cat config.mk
export PLATFORM = sky130hd
export DESIGN_NAME = ALU
export DESIGN_NICKNAME = ALU
export VERILOG_FILES = /design/flow/design.v
export SDC_FILE = /design/flow/constraint.sdc
export NUM_CORES = 4
export LEC_CHECK = 1
export CORE_UTILIZATION = 30
$ cat constraint.sdc
current_design ALU

set clk_period 11.3
set clk_io_pct 0.2

create_clock -name clk0 -period $clk_period

set non_clock_inputs [all_inputs -no_clocks]
set_input_delay [expr $clk_period * $clk_io_pct] -clock clk0 $non_clock_inputs
set_output_delay [expr $clk_period * $clk_io_pct] -clock clk0 [all_outputs]
$ cat design.v
module ALU (input [31:0] In1, In2, input [3:0] Func, output reg [31:0] ALUout, output zero) ;
  wire [31:0] BB ;
  wire [31:0] S ;
  wire   cout ;
  wire [31:0] u_i1;
  wire [31:0] u_i2;
  assign u_i1 = In1;
  assign u_i2 = In2;
  assign BB = (Func[3]) ? ~In2 : In2 ;  
  assign {cout, S} = Func[3] + In1 + BB ;  
  always @ * begin
   case (Func[2:0]) 
    3'b000 : ALUout <= In1 & BB ;   
    3'b001 : ALUout <= In1 | BB ;   
    3'b010 : ALUout <= S ;          
    3'b011 : ALUout <= {31'd0, S[31]};  
    3'b100 : ALUout <= In1 ^ BB;    
    3'b101 : ALUout <= {In2[15:0], 16'b0};  
    3'b110 : ALUout <= S ;          
    3'b111 : ALUout <= u_i1 < u_i2;    
   endcase
  end 
  assign zero = (ALUout == 0) ; 
 endmodule
==> flow_metrics.env <==
# source this file to load flow results
export IMPL_status="finished, final reports clean"
export IMPL_nFlopsAndLatches=0
export IMPL_num_antenna_cells=0
export IMPL_io_pins=101
export IMPL_crit_fanout=17
export IMPL_rows=47
export IMPL_place_area_um2=6200
export IMPL_stdcell_area_um2=6200
export IMPL_hold_path_end="ALUout[2]"
export IMPL_crit_type="in -> out"
export IMPL_initial_utilization=0.308
export IMPL_crit_required_ns=9.04
export IMPL_yosysCellCount=713
export IMPL_postCtsSetupBuffers=0
export IMPL_startpoint="Func[3]"
export IMPL_grt_pass1_vias=4859
export IMPL_dpl_worst_slack_ns=2.23
export IMPL_die_area_um2=17500
export IMPL_hold_slack_ns=5.75
export IMPL_max_cap_viol_count=0
export IMPL_drt_pass1_iterations=5
export IMPL_setup_tns_ns=0
export IMPL_netlist_area_um2=5100
export IMPL_avgSynthCellArea_um2=7.16
export IMPL_p_per_area_nw_per_um2=62.6
export IMPL_fin_crit_ns=9.02
export IMPL_core_area_um2=16600
export IMPL_area_leaders="ha_1 (24%), inv_1 (8.2%), xor2_1 (6.9%)"
export IMPL_drive_gt1_frac=0.0541
export IMPL_tightest_slew_ns=0.704
export IMPL_yosysTopAreaCellShare=0.235
export IMPL_routed_wl_mm=17.2
export IMPL_die_w_um=132
export IMPL_synth_cell_types=77
export IMPL_yosys_area_top_type="ha_1"
export IMPL_detail_route_antenna_nets=0
export IMPL_cts_resized=0
export IMPL_synthCells=713
export IMPL_grtUsageTotal=0.196
export IMPL_io_buffers=101
export IMPL_die_h_um=132
export IMPL_grt_max_degree=55
export IMPL_grt_pass1_wl_mm=27.1
export IMPL_synthTopCellsByCount="inv_1 (112), ha_1 (96), nand2_1 (46), a21oi_1 (42), xor2_1 (40)"
export IMPL_hold_buffers=0
export IMPL_leakagePower_nw=2.99
export IMPL_period_used=0.798
export IMPL_viasPerCell=5.30
export IMPL_fmax_mhz=111
export IMPL_hold_path_class="in -> out"
export IMPL_setup_ws_ns=2.28
export IMPL_place_congestion=0.967
export IMPL_synth_seq_share=0
export IMPL_antenna_found_initial=0
export IMPL_finalHoldViolCount=0
export IMPL_rsz0062_at_grt="false"
export IMPL_overflow=0
export IMPL_warning_count=64
export IMPL_hold_start="In1[2]"
export IMPL_cp_end_kind="primary output"
export IMPL_worstPathArrival_ns=6.76
export IMPL_wl_per_cell_um=17.2
export IMPL_startpoint_type="input pin"
export IMPL_peakVddDrop_mv=0.0255
export IMPL_relSlewSlack=0.528
export IMPL_area_sequential_um2=0
export IMPL_vias=5283
export IMPL_drtIter0Drc=349
export IMPL_ys_chip_area_um2=5100
export IMPL_clock_buffers=0
export IMPL_dp_hpwl_mm=13.9
export IMPL_setup_viol=0
export IMPL_slew_violations=0
export IMPL_area_growth_pct=21.5
export IMPL_whs_path_depth=5
export IMPL_synth_dominant_cell_count="inv_1"
export IMPL_drcViolationCount=0
export IMPL_synth_yosys_warnings=1
-- cell usage in the layout (no fill, tap or decap), types with 9 or more instances in the layout --
cell type          n
a211oi_1          11
a21o_1            28
a21oi_1           42
clkdlybuf4s50_1   99
ha_1              96
inv_1            112
mux2i_1           17
mux4_2             9
nand2_1           46
nand3_1           10
nand4_1           14
nor2_1            39
nor3_1            12
o21ai_0           28
o22ai_1           10
xor2_1            40
-- through the flow --
| step | cells | utilization | power, mW |
|---|---|---|---|
| final | 996 | 0.374 | 0.388 |
| after global placement | 996 | 0.374 | 0.387 |
| after floorplan | 713 | - | 0.250 |
| after CTS | 996 | 0.374 | 0.387 |
| after global routing | 996 | 0.374 | 0.427 |
| after detailed placement | 996 | 0.374 | 0.384 |
-- where the power goes --
part	internal, mW	switching, mW	total [mW]	leakage (nW)
Sequential	0	0	0	0
Clock	0	0	0	0
Combinational	0.178	0.211	0.388	2.99
Total	0.178	0.211	0.388	2.99
-- cell type report --
type                       count  area, um2
fill                        1784      10400
inverter                     114        428
multi-input combinational    555       4450
tap                          220        275
timing repair buffer         107       1050
-- logic make-up after synthesis --
logic type	Yosys count	synth area share
AND-OR/OR-AND	213	0.303
XOR/XNOR	48	0.0824
adder cells (fa/ha/maj)	97	0.239
buffers and inverters	158	0.127
multiplexers	28	0.0797
AND/OR/NAND/NOR	169	0.169
-- worst max-delay path by stage --
stage	to	slack, ns	depth (start not counted)
CTS	zero	2.23	15
global route	zero	1.94	15
finish	zero	2.28	15
-- routing by layer --
metal / track usage / vias to the layer above / share of wire
met4: 0.0236 / 0 / 0.014
met3: 0.0191 / 16 / 0.057
met1: 0.306 / 2419 / 0.50
li1: - / 2672 / -
met5: 0 / - / 0
met2: 0.299 / 176 / 0.43
-- worst max-delay path: stages --
cell	delay, ns
buf_2	0.44
buf_4	0.41
xor2_1	0.21
inv_1	0.06
ha_1	0.45
o211ai_1	0.16
o211ai_1	0.30
o21ai_0	0.21
o31ai_1	0.49
xnor2_1	0.18
o22ai_1	0.14
nor4_1	0.37
nand4b_1	0.18
nor4_2	0.35
clkdlybuf4s50_1	0.52
Power is estimated from default activity; no workload was simulated.
