`design.v`:
```
module ss_dataforward(	input [4:0] 	Rd1e1, Rd2e1, Rd1e2, Rd2e2,
						input			RegWriteE1, RegWriteM1, RegWriteW1,
										RegWriteE2, RegWriteM2, RegWriteW2,
						input [4:0] 	WriteRegE1, WriteRegM1, WriteRegW1,
										WriteRegE2, WriteRegM2, WriteRegW2,
						input [31:0]	AluOutE1, AluOutM1, WriteData3_1, 
										AluOutE2, AluOutM2, WriteData3_2,
						output reg		SSForwardAE1, SSForwardBE1,
										SSForwardAE2, SSForwardBE2,
						output reg [31:0]	SSAluInA1, SSAluInB1,
											SSAluInA2, SSAluInB2);
	always@(*) begin
		SSForwardAE1 <= 0; SSForwardBE1 <= 0;
		SSForwardAE2 <= 0; SSForwardBE2 <= 0;
		if(	(RegWriteE1) && 
			(WriteRegE1 != 0) &&
			(WriteRegE1 == Rd1e2)) begin
			SSForwardAE2 <= 1;
			SSAluInA2 <= AluOutE1;
	end
		if(	(RegWriteE1) && 
			(WriteRegE1 != 0) &&
			(WriteRegE1 == Rd2e2)) begin
			SSForwardBE2 <= 1;
			SSAluInB2 <= AluOutE1;
	end
		if(	(RegWriteM1) && 
			(WriteRegM1 != 0) &&
			(WriteRegM1 != WriteRegE1) &&
			(WriteRegM1 == Rd1e2)) begin
			SSForwardAE2 <= 1;
			SSAluInA2 <= AluOutM1;
	end
		if(	(RegWriteM1) && 
			(WriteRegM1 != 0) &&
			(WriteRegM1 != WriteRegE1) &&			
			(WriteRegM1 == Rd2e2)) begin
			SSForwardBE2 <= 1;
			SSAluInB2 <= AluOutM1;
	end
		if(	(RegWriteW1) && 
			(WriteRegW1 != 0) &&
			(WriteRegW1 != WriteRegM1) &&
			(WriteRegW1 != WriteRegE1) &&			
			(WriteRegW1 == Rd1e2)) begin
			SSForwardAE2 <= 1;
			SSAluInA2 <= WriteData3_1;
end
		if(	(RegWriteW1) && 
			(WriteRegW1 != 0) &&
			(WriteRegW1 != WriteRegM1) &&
			(WriteRegW1 != WriteRegE1) &&
			(WriteRegW1 == Rd2e2))	begin
			SSForwardBE2 <= 1;
			SSAluInB2 <= WriteData3_1;
		end
		if(	(RegWriteE1) && 
			(WriteRegE1 != 0) &&
			(WriteRegE1 == Rd1e2)) begin
			SSForwardAE2 <= 1;
			SSAluInA2 <= AluOutE1;
	end
		if(	(RegWriteE1) && 
			(WriteRegE1 != 0) &&
			(WriteRegE1 == Rd2e2)) begin
			SSForwardBE2 <= 1;
			SSAluInB2 <= AluOutE1;
	end
		if(	(RegWriteM2) && 
			(WriteRegM2 != 0) &&
			(WriteRegM2 == Rd1e1)) begin
			SSForwardAE1 <= 1;
			SSAluInA1 <= AluOutM2;
	end
		if(	(RegWriteM2) && 
			(WriteRegM2 != 0) &&
			(WriteRegM2 == Rd2e1)) begin
			SSForwardBE1 <= 1;
			SSAluInB1 <= AluOutM2;
	end
		if(	(RegWriteW2) && 
			(WriteRegW2 != 0) &&
			(WriteRegW2 != WriteRegM2) &&			
			(WriteRegW2 == Rd1e1)) begin
			SSForwardAE1 <= 1;
			SSAluInA1 <= WriteData3_2;
	end
		if(	(RegWriteW2) && 
			(WriteRegW2 != 0) &&
			(WriteRegW2 != WriteRegM2) &&			
			(WriteRegW2 == Rd2e1)) begin
			SSForwardBE1 <= 1;
			SSAluInB1 <= WriteData3_2;
	end
	end
endmodule  
module data_forward_b(	input [4:0] WriteRegE, RsD, RtD,
						input RegWriteE, BranchD, BranchNot,
						output reg ForwardAD, ForwardBD);
	always@(*) begin
		ForwardAD <= 0; ForwardBD <= 0;
		if ( 	(RegWriteE) &&
				(BranchD || BranchNot)	&&
				(WriteRegE != 0) &&
				(WriteRegE == RsD))
				ForwardAD <= 1;
		if ( 	(RegWriteE) &&
				(BranchD || BranchNot)	&&
				(WriteRegE != 0) &&
				(WriteRegE == RtD))
				ForwardBD <= 1;
	end
endmodule
```
`run.sh`:
```
#!/bin/bash
# OpenROAD 26Q1-2900-gdf79404cd8, Yosys 0.63+post, stock flow scripts
make -C /OpenROAD-flow-scripts/flow DESIGN_CONFIG=/design/flow/config.mk WORK_HOME=/design/flow/orfs finish
```
`config.mk`:
```
export PLATFORM = sky130hd
export DESIGN_NAME = ss_dataforward
export DESIGN_NICKNAME = ss_dataforward
export VERILOG_FILES = /design/flow/design.v
export SDC_FILE = /design/flow/constraint.sdc
export NUM_CORES = 4
export LEC_CHECK = 1
export CORE_AREA = 10 10 235 235
export DIE_AREA = 0 0 245 245
```
`constraint.sdc`:
```
current_design ss_dataforward

set clk_period 19.9
set clk_io_pct 0.2

create_clock -name clk0 -period $clk_period

set non_clock_inputs [all_inputs -no_clocks]
set_input_delay [expr $clk_period * $clk_io_pct] -clock clk0 $non_clock_inputs
set_output_delay [expr $clk_period * $clk_io_pct] -clock clk0 [all_outputs]
```
==> notes.md <==
On the backend side, the flow ran end to end.

The required time of the critical path stands at 15.92 ns. Among cell families on the critical path, the largest total delay comes from buffers and inverters. The number of cells upsized or downsized after cts stands at 0. STA classifies the critical path endpoint as an output port. Of the cells placed in the final design, the portion with a size suffix greater than 1 is 10.16%. For this run, the number of Yosys warnings is 1. The number of antenna violations at the first check in global routing stands at 7. The I/O pin total stands at 380. The timing report shows the most common cell along the critical path to be sky130_fd_sc_hd__clkdlybuf4s50_1. The number of global-route vias before repair stands at 6555. Setup repair after global routing left no endpoint under its margin. The final standard cell utilization of the core stands at 19.29%. Setup violations remaining at the end of the flow were counted as 0. The buffer_ports step reported a buffer count of 342. Entering global routing, the biggest net connects 108 pins. The path class of the tightest hold or removal check is input pin to output port. 256 endpoints have no timing constraint. The cell leakage power stands at 3.456 nW.

The site row count stands at 82. Per the gpl log, the routability congestion estimate is 0.8695. After synthesis the cells add up to 5655 um2.

The number of distinct library cells after synthesis stands at 27. The number of filler cells placed in the layout stands at 5627. After legalization and detailed placement, the total HPWL measured 22460 um. The count of unclocked register or latch pins stands at 128. STA classifies the critical path startpoint as an input pin. The count of unresolved DRC violations after routing stands at 0.

The region available for standard cell placement spans 50070 um2. The overflow left after global routing stands at 0. The vias after detailed routing stands at 6321.

The total track usage stands at 9.012%. Synthesis produced 675 cells. The flow reports an fmax of 0.09314 GHz. Per the synth log, the flip-flop and latch total comes to 128. The logic depth of the worst setup path including buffers stands at 8.

The chip occupies 60030 um2. The number of max-slew violations in the final report stands at 0. For reference, the top cells by count after synthesis are sky130_fd_sc_hd__dlxtn_1 (128), sky130_fd_sc_hd__or3_1 (66), sky130_fd_sc_hd__mux2_2 (64), sky130_fd_sc_hd__nor4_1 (64), sky130_fd_sc_hd__o21ai_0 (63).

From synthesis to final layout, the design area changed by 70.82%. The die extent in x stands at 245 um. The final setup TNS stands at 0 ns. Across the run, the number of max-cap violations was 0. In the floorplan report the effective utilization is 11.30%. The iteration count recorded for the first detailed-route pass is 5. STA lists the maximum fanout along the critical path as 66. The final timing report lists a hold violation count of 0. Across all stage logs, warnings added up to 73. The die boundary height stands at 245 um. Once iteration 0 of detailed routing completed, the report listed 316 DRC markers. The most critical setup path has its startpoint at WriteRegW1[1]. sky130_fd_sc_hd__dlxtn_1 is the most common cell in the netlist. Yosys mapped a number of flops with a built-in enable equal to 0. The first global-routing pass estimated 41600 um of wire. The chip area estimate from yosys synthesis stands at 5655 um2. The power per unit of standard cell area stands at 18.23 nW/um2. The headroom to the max-slew limit stands at 43.08%. STA puts the critical path data arrival time at 6.76 ns. The area fraction of the dominant cell type after synthesis stands at 33.95%. The count of antenna-violating nets left after detailed routing stands at 0. The longest individual stage delay on the worst path stands at 0.57 ns. The wire length reported by the detailed router stands at 28400 um. The async set-or-reset flop fraction in the synthesized netlist stands at 0%. After synthesis, the cell types taking the most area are sky130_fd_sc_hd__dlxtn_1 (34%), sky130_fd_sc_hd__mux2_2 (13%), sky130_fd_sc_hd__or3_1 (7.3%).

The run finished with clean final reports. The wire length per cell stands at 17.43 um. The buffers inserted during post-CTS setup optimization stands at 0.

The post-synthesis cell count from yosys stands at 675. The count of hold-fix buffers inserted at cts stands at 0. The worst path uses 53.95% of the clock period. sky130_fd_sc_hd__dlxtn_1 takes more of the synthesized area than any other cell.

Looking at the max-slew report, the worst-margin pin has a slew of 0.8539 ns. The critical path is of the input pin to output port type. The average instance in the mapped netlist occupies 8.378 um2. According to the timing report, the critical path is captured at SSForwardBE2. The timing report shows that the slowest cell on the worst path is sky130_fd_sc_hd__buf_4.

The post-detailed-route via-to-cell ratio stands at 3.880. The critical path goes through clkdlybuf4s50_1, or4_1, o21ai_1, a31o_2, buf_4, or3_1, o211ai_1, clkdlybuf4s50_1. The critical path contains buffers and inverters numbering 3 combined. For this run, the leading register cell type out of synthesis is sky130_fd_sc_hd__dlxtn_1. The minimum clock period stands at 10.74 ns. The maximum ir drop on the vdd rail stands at 0.009420 mV.
-- how the worst min path moves through the flow --
stage	from	endpoint	slack [ns]	cells past startpoint
4_1_cts	RegWriteM2	SSForwardAE1	9.05	4
5_1_grt	RegWriteM2	SSForwardBE1	9.11	4
6_report	RegWriteM2	SSForwardAE1	9.06	4
-- cell families after synthesis --
kind of cell    share of synthesized area (%)
buf+inv                                 9.226
simple gates                            17.61
mux                                     12.74
latches                                 33.95
xor+xnor                                10.84
compound gates                          15.60
-- power breakdown --
group              internal, W  leakage [nW]  switching, W
registers            0.0000277          1.04    0.00000537
clock network  0.0000000000136     0.0000127             0
logic                0.0000875          2.41     0.0000556
-- layer usage --
layer / part of all wire, % / GRT usage [%] / up-vias
met5: 0.21 / 0 / -
met4: 1.8 / 1.753 / 10
met3: 14 / 4.668 / 36
met2: 44 / 14.59 / 404
met1: 39 / 10.52 / 2870
li1: - / - / 3001
-- flip-flops by register name, summed over array words and instances (netlist names) --
signal,cells
SSAluInA1,32
SSAluInB1,32
SSAluInB2,32
SSAluInA2,32
-- final cells by class --
cell class | instances | area [um2] | share of cell area (%)
timing repair buffer | 357 | 3536 | 36.60
multi-input combinational | 438 | 3237 | 33.51
sequential | 128 | 1922 | 19.89
tap | 672 | 840.8 | 8.704
inverter | 32 | 120.1 | 1.243
antenna | 2 | 5.005 | 0.05181
-- through the flow --
stage          setup WS, ns  instances  total power [W]  instance area, um2  hold WS [ns]
2_1_floorplan         10.58        675       0.00007806                5655         8.119
3_3_place_gp          9.131       1627        0.0001766                9656         9.054
3_5_place_dp          9.111       1627        0.0001776                9656         9.043
4_1_cts               9.116       1627        0.0001786                9656         9.052
5_1_grt               8.957       1627        0.0001904                9656         9.108
6_report              9.164       1629        0.0001762                9661         9.058
-- cells in the final DEF (no fill, tap or decap) --
cell,count
sky130_fd_sc_hd__a31o_4,1
sky130_fd_sc_hd__o211a_1,2
sky130_fd_sc_hd__o21ai_2,5
sky130_fd_sc_hd__o21ai_1,3
sky130_fd_sc_hd__or3_1,66
sky130_fd_sc_hd__mux2_2,64
sky130_fd_sc_hd__a31oi_2,4
sky130_fd_sc_hd__inv_1,32
sky130_fd_sc_hd__nor3_2,1
sky130_fd_sc_hd__o211ai_1,2
sky130_fd_sc_hd__nor3_1,11
sky130_fd_sc_hd__xor2_1,39
sky130_fd_sc_hd__clkdlybuf4s50_1,342
sky130_fd_sc_hd__or4_1,7
sky130_fd_sc_hd__a31o_2,1
sky130_fd_sc_hd__nand4_2,2
sky130_fd_sc_hd__nand3_2,4
sky130_fd_sc_hd__dlxtn_1,128
sky130_fd_sc_hd__o21ai_0,63
sky130_fd_sc_hd__buf_4,15
sky130_fd_sc_hd__diode_2,2
sky130_fd_sc_hd__nand3_1,5
sky130_fd_sc_hd__xnor2_1,31
sky130_fd_sc_hd__o21a_1,2
sky130_fd_sc_hd__a31oi_1,61
sky130_fd_sc_hd__nor4_1,64
Power is estimated from default activity; no workload was simulated.
